==> /design/flow/design.v <==
module Top_Level #(parameter NS=60, NH=24)(
  input Reset,
        Timeset, 	   
        Alarmset,	   
		Minadv,
		Hrsadv,
		Alarmon,
		Pulse,		   
  output [6:0] S1disp, S0disp, 	    
               M1disp, M0disp, 
               H1disp, H0disp,
  output logic Buzz);	            
  logic[6:0] TSec, TMin, THrs,      
             AMin, AHrs;		    
  logic[6:0] Min, Hrs;
  logic S_max, M_max, H_max, 	    
        TMen, THen, AMen, AHen;
  logic buzz;
  assign TMen = (Timeset && Minadv) ? Pulse : S_max;
  assign THen = (Timeset && Hrsadv) ? Pulse : (M_max && S_max);
  assign AMen = Alarmset && Minadv;
  assign AHen = Alarmset && Hrsadv;
  assign Buzz = buzz && Alarmon;
  ct_mod_N  Sct(
    .clk(Pulse), .rst(Reset), .en(!Timeset), .modulus(7'd60),
    .ct_out(TSec), .ct_max(S_max));
  ct_mod_N Mct(
    .clk(Pulse), .rst(Reset), .en(TMen), .modulus(7'd60),
    .ct_out(TMin), .ct_max(M_max));
  ct_mod_N  Hct(
	.clk(Pulse), .rst(Reset), .en(THen), .modulus(7'd24),
    .ct_out(THrs), .ct_max(H_max));
  ct_mod_N Mreg(
    .clk(Pulse), .rst(Reset), .en(AMen), .modulus(7'd60),
    .ct_out(AMin), .ct_max()  ); 
  ct_mod_N  Hreg(
    .clk(Pulse), .rst(Reset), .en(AHen), .modulus(7'd24),
    .ct_out(AHrs), .ct_max() ); 
  lcd_int Sdisp(					   
    .bin_in    (TSec),
	.Segment1  (S1disp),
	.Segment0  (S0disp)
	);
  lcd_int Mdisp(
    .bin_in    (Alarmset ? AMin : TMin),
	.Segment1  (M1disp),
	.Segment0  (M0disp)
	);
  lcd_int Hdisp(
    .bin_in    (Alarmset ? AHrs : THrs),
	.Segment1  (H1disp),
	.Segment0  (H0disp)
	);
  alarm a1(
    .tmin(TMin), .amin(AMin), .thrs(THrs), .ahrs(AHrs), .buzz
	);
endmodule
module alarm(
  input[6:0]   tmin,
               amin,
			   thrs,
			   ahrs,						 
  output logic buzz
);
  always_comb
    buzz = (tmin == amin) && (thrs == ahrs);
endmodule
module ct_mod_N(
  input             clk, 
                    rst, 	    
                    en,		    
  input       [6:0] modulus,    
  output logic[6:0] ct_out,	    
  output logic      ct_max);    
  always_ff @(posedge clk, posedge rst)	 begin :clk_loop
    if(rst)	begin      :reset_loop
	  ct_out <= 'b0;
	end			       :reset_loop
	else if(en)	begin  :inc_loop
      if(ct_out == modulus-1) ct_out <= 'b0;
	  else                    ct_out <= ct_out + 'b1;
    end				   :inc_loop
  end	  :clk_loop
  always_comb begin ct_max = ct_out==(modulus-1); end   
endmodule
module lcd_int(
  input[6:0] bin_in,
  output logic [6:0] Segment1,
                     Segment0);
  logic[3:0] bin0;			   
  assign bin0 = bin_in % 10;   
  logic[3:0] bin1;
  assign bin1 = bin_in/10;
  always_comb case(bin0) 
    4'b0000 : Segment0 = 7'h7E;	    
    4'b0001 : Segment0 = 7'h30;	    
    4'b0010 : Segment0 = 7'h6D;				  
    4'b0011 : Segment0 = 7'h79;				  
    4'b0100 : Segment0 = 7'h33;          	  
    4'b0101 : Segment0 = 7'h5B;
    4'b0110 : Segment0 = 7'h5F;
    4'b0111 : Segment0 = 7'h70;	    
    4'b1000 : Segment0 = 7'h7F;	    
    4'b1001 : Segment0 = 7'h7B;
	default : Segment0 = 7'h00;
  endcase
    always_comb case(bin1) 
    4'b0000 : Segment1 = 7'h7E;
    4'b0001 : Segment1 = 7'h30;
    4'b0010 : Segment1 = 7'h6D;
    4'b0011 : Segment1 = 7'h79;
    4'b0100 : Segment1 = 7'h33;          
    4'b0101 : Segment1 = 7'h5B;
    4'b0110 : Segment1 = 7'h5F;
    4'b0111 : Segment1 = 7'h70;
    4'b1000 : Segment1 = 7'h7F;
    4'b1001 : Segment1 = 7'h7B;
	default : Segment1 = 7'h00;
  endcase
endmodule
==> /design/flow/run.sh <==
#!/bin/bash
# OpenROAD 26Q1-2900-gdf79404cd8, Yosys 0.63+post, stock flow scripts
make -C /OpenROAD-flow-scripts/flow DESIGN_CONFIG=/design/flow/config.mk WORK_HOME=/design/flow/orfs finish
==> /design/flow/config.mk <==
export PLATFORM = sky130hd
export DESIGN_NAME = Top_Level
export DESIGN_NICKNAME = Top_Level
export VERILOG_FILES = /design/flow/design.v
export SDC_FILE = /design/flow/constraint.sdc
export NUM_CORES = 4
export LEC_CHECK = 1
export CORE_UTILIZATION = 50
==> /design/flow/constraint.sdc <==
current_design Top_Level

set clk_period 9.8
set clk_io_pct 0.2

create_clock -name clk0 -period $clk_period [get_ports {Pulse}]

set non_clock_inputs [all_inputs -no_clocks]
set_input_delay [expr $clk_period * $clk_io_pct] -clock clk0 $non_clock_inputs
set_output_delay [expr $clk_period * $clk_io_pct] -clock clk0 [all_outputs]
==> run notes <==
This note records the results obtained with Yosys and OpenROAD.

Run status
The run finished with clean final reports.

Floorplanning
The top-level port count is 50. The floorplan has 37 rows. The die is 104 um wide. The initial cell density of the core is 51.3%.

From bottom edge to top edge, the die measures 104 um. In this run the full chip footprint comes out at 10900 sq um. In this run the standard cell core region covers 10200 sq um.

Worst setup path
The endpoint class of the critical path is a primary output. The worst setup path is launched from an input pin. The timing report shows that the slowest cell on the worst path is clkdlybuf4s50_1. Of all nets on the critical path, the largest fanout is 15. Traced cell by cell, the critical path runs through clkdlybuf4s50_1, buf_4, nor3b_2, nor2_1, ha_1, o41ai_4, and2_1, nand2b_1, a21oi_2, o211a_1, or3_1, xnor2_1, inv_1, ha_1, inv_1, mux2i_1, a211o_1, o311ai_1, clkdlybuf4s50_1. The timing report attributes the biggest portion of critical-path delay to buffers and inverters.

The critical path contains buffers and inverters numbering 5 combined. The critical path endpoint has a required time of 7.84 ns. The critical path class is in -> out.

The largest stage delay on the critical path is 0.85 ns. The data arrival time of the critical path is 7.37 ns.

Final timing
In the finished design, the share of the clock period the worst path needs comes to 95.2%. The transition time recorded at the tightest slew-check pin is 0.931 ns. Setup slack closes at 0.474 ns. The post-route minimum period is 9.33 ns. The worst clock skew on the final layout is 0.00623 ns. Setup total negative slack on the finished layout was measured at 0 ns. Setup violations remaining at the end of the flow were counted as 0. Based on the critical path, the design can be clocked at up to 0.107 GHz.

The max-slew check reports its worst relative slack as 37.3%. The final max-slew violation count recorded for this run is 0. Per the final timing report, the hold violations number 0. Setup repair after global routing left no endpoint under its margin.

Global route
The overall global routing resource usage is 25.2%. The initial antenna violation count is 0. The global route stage reports its total congestion overflow as 0. The global-route wire length before repair is 22200 um. Entering global routing, the biggest net connects 36 pins.

The number of global-route vias before repair was 5042.

CTS
The number of buffers added for setup after CTS is 0. Once the clock tree was built, the resizer swapped 0 gates to a different size. The clock transition time at the flip-flop clock pins of the worst setup and hold paths is 0.06 ns. The CTS tree is built.

The quantity of hold-fixing buffers added after cts is 0. The clock network latency to the later pin of the worst-skew pair is 0.39 ns.

Detailed routing
The detailed router finished its first iteration with 385 violations. Per the post-route antenna check, the number of violating nets is 0. Per the detail_route report, routed wire per instance is 15.4 um. The total routed wirelength is 13300 um. The routed design ends up with an antenna cell count of 0.

The routed design shows a via density per instance of 5.98. The first-pass iteration count of the detailed router is 5. The number of remaining DRC errors is 0. The routed via count is 5176.

Yosys
The area fraction in full adders, half adders and majority gates is 12.8%. Dividing the synthesized area by the synthesized cell count gives 7.88 sq um. Of the total synthesized cell area, the portion taken by AND, OR, NAND and NOR gates is 23.0%. Counting distinct cell types in the post-synthesis netlist gives 92. For reference, the mux area share after synthesis is 7.10%. The count of yosys warnings during synthesis is 3. The register share after synthesis is 16.7%. The flip-flop cell with the highest count after synthesis is dfrtp_1.

The cell type with the largest total area after synthesis is dfrtp_1. The post-synth count of flops with an enable pin is 0. Ranked by total cell area, the synthesized netlist is headed by dfrtp_1 17%, ha_1 12%, xnor2_1 5.2%, o21ai_0 5.1%, nor2_1 3.8%. Of the post-synthesis cell area, the dominant cell type holds 16.7%.

The flip-flop and latch count after synthesis is 35. The largest family of logic cells by area is AND-OR/OR-AND gates. The xor-xnor portion of the synthesized cell area is 7.20%. The area figure in the yosys stat output is 5250 sq um. The synthesized netlist devotes 27.0% of its cell area to compound gates. The cell total in the yosys stat output is 666. Of all flip-flops after synthesis, the portion carrying an async set or reset was 100%. The count of mapped cells out of synthesis is 666. The post-synthesis instance area is 5250 sq um.

Pwr
The total power divided by cell area is 454 nW/um^2. The worst ir drop on vdd is 0.318 mV. The static leakage is 0.00265 uW.

Final layout
Per the final layout report, the fraction of cells sized above drive strength 1 comes to 12.3%. The area added between synthesis and finish is 20.4%.

Place
Routability-driven placement finished with a final weighted congestion of 0.901. The placed wire-length estimate is 9190 um. The post-place setup slack is 0.490 ns.

Per the placement log, port buffering inserted 49 buffers.

Min path
The path type of the worst min-delay path is reg -> reg.

Flow run
The tally of max-capacitance violations is 0. The tool warning count for the run is 81.
[stage by stage]
step	instance area, sq um	hold WS (ns)	cells	util [%]	power, uW
after global placement	5770	0.366	821	56.4	2610
after global routing	6320	0.610	866	61.8	3180
after CTS	6320	0.588	866	61.8	2880
final	6320	0.587	866	61.8	2870
after floorplan	5250	0.366	666	-	1740
after detailed placement	5770	0.366	821	56.4	2610
[report_power, final]
group	switching (uW)	total [uW]	internal, uW
logic	1020	2250	1230
registers	148	341	193
clock network	97.0	273	176
total	1270	2870	1600
[Yosys cell counts (4+ instances only)]
| cell type | instances |
|---|---|
| o211ai_1 | 8 |
| clkbuf_1 | 20 |
| nand3_1 | 26 |
| nor4_1 | 5 |
| or4_1 | 4 |
| o22ai_1 | 6 |
| inv_2 | 4 |
| o21ai_1 | 4 |
| o211a_1 | 4 |
| a21oi_1 | 24 |
| mux2i_1 | 12 |
| and2_1 | 5 |
| nor2_1 | 53 |
| nand2_1 | 51 |
| o21ai_0 | 53 |
| nand2b_1 | 13 |
| nor3_1 | 14 |
| nand3b_1 | 4 |
| dfrtp_1 | 35 |
| mux2_2 | 11 |
| xnor2_1 | 31 |
| a22o_1 | 5 |
| o311ai_1 | 5 |
| a211oi_1 | 5 |
| a21o_1 | 8 |
| a21boi_0 | 5 |
| buf_6 | 4 |
| nand4_1 | 12 |
| a31oi_1 | 11 |
| o31ai_1 | 9 |
| inv_1 | 34 |
| buf_2 | 8 |
| or2_2 | 4 |
| nor2b_1 | 9 |
| xor2_1 | 7 |
| and3_1 | 7 |
| o21a_1 | 6 |
| ha_1 | 51 |
[final cells by class]
cell class                      count  area (sq um)
Clock buffer                       40           490
Clock inverter                      6          67.6
Fill cell                         862          3910
Inverter                           38           143
Multi-Input combinational cell    557          4050
Sequential cell                    35           876
Tap cell                          136           170
Timing Repair Buffer               54           528
[layer usage]
layer  GRT usage [%]  vias to the layer above  part of all wire (%)
li1                -                     2584                     -
met1            34.8                     2361                    46
met2            36.9                      205                    46
met3            9.21                       26                   7.2
met4            7.86                        0                   1.5
met5            1.90                        -                     0
[flip-flops by register name, indices dropped and copies added (netlist names)]
register and flops:
Mreg.ct_out 7, Sct.ct_out 7, Hreg.ct_out 7, Hct.ct_out 7, Mct.ct_out 7
[path summary, 6_finish.rpt]
check	from	slack [ns]	end	depth (start not counted)
setup / recovery	Alarmset	0.47	M0disp[0]	19
hold / removal	Hreg.ct_out[0]	0.59	Hreg.ct_out[0]	1
setup reg to reg	Mct.ct_out[0]	6.46	Hct.ct_out[4]	14
hold reg to reg	Hreg.ct_out[0]	0.59	Hreg.ct_out[0]	1
max in group asynchronous	Reset	7.50	Hreg.ct_out[2]	3
min in group asynchronous	Reset	1.98	Sct.ct_out[3]	3
[cells by family (layout without fill, tap and decap cells)]
logic type	Yosys count	after routing
AND-OR/OR-AND	201	201
flip-flops	35	35
multiplexers	31	31
AND/OR/NAND/NOR	231	231
adder cells (fa/ha/maj)	54	54
XOR/XNOR	40	40
buffers and inverters	74	138
[cells in the final DEF (no fill, tap or decap), drive strengths merged, types with 6 or more instances in the layout]
cell           count
nor3              15
and3               7
and2               8
nor2              54
o211ai            10
o21a               6
dfrtp             35
xnor2             31
nand2b            13
mux2              15
nand2             51
o22ai              7
o21ai             57
nand3             26
inv               39
nor2b              9
o31ai              9
clkbuf            40
a21o               8
clkdlybuf4s50     49
ha                51
mux2i             16
a21oi             27
nand4             12
xor2               7
a31oi             11
Power figures rest on the tool's default switching activity, not on a simulated workload.
